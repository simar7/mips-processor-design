==> ./design.v <==
module decode(clock, insn, pc, opcode_out, rs_out, rt_out, rd_out, sa_out, func_out, imm_out, enable_decode, pc_out, insn_out);
input clock;
input [31:0] insn;
input [31:0] pc;
input enable_decode;
reg [31:0] pc_reg;
output reg [5:0] opcode_out;
output reg [4:0] rs_out;
output reg [4:0] rt_out;
output reg [4:0] rd_out;
output reg [4:0] sa_out;
output reg [5:0] func_out;
output reg [25:0] imm_out;
output reg [31:0] pc_out;
output reg [31:0] insn_out;
parameter ADD 	= 6'b100000;  
parameter ADDU 	= 6'b100001;  
parameter SUB	= 6'b100010;  
parameter SUBU	= 6'b100011;  
parameter MULT	= 6'b011000;  
parameter MULTU = 6'b011001;  
parameter DIV	= 6'b011010;  
parameter DIVU 	= 6'b011011;  
parameter MFHI	= 6'b010000;  
parameter MFLO 	= 6'b010010;  
parameter SLT	= 6'b101010;  
parameter SLTU	= 6'b101011;  
parameter SLL	= 6'b000000;  
parameter SLLV	= 6'b000100;  
parameter SRL	= 6'b000010;  
parameter SRLV	= 6'b000110;  
parameter SRA	= 6'b000011;  
parameter SRAV	= 6'b000111;  
parameter AND	= 6'b100100;  
parameter OR	= 6'b100101;  
parameter XOR	= 6'b100110;  
parameter NOR	= 6'b100111;  
parameter JALR	= 6'b001001;  
parameter JR	= 6'b001000;  
parameter MUL_OP = 6'b011100;  
parameter MUL_FUNC = 6'b000010;   
parameter ADDI  = 6'b001000;  
parameter ADDIU = 6'b001001;  
parameter SLTI  = 6'b001010;  
parameter SLTIU = 6'b001011;  
parameter ORI	= 6'b001101;  
parameter XORI  = 6'b001110;  
parameter LW	= 6'b100011;  
parameter SW	= 6'b101011;  
parameter LB	= 6'b100000;  
parameter LUI   = 6'b001111;  
parameter SB	= 6'b101000;  
parameter LBU	= 6'b100100;  
parameter BEQ	= 6'b000100;  
parameter BNE	= 6'b000101;  
parameter BGTZ	= 6'b000111;  
parameter J     = 6'b000010;
parameter JAL	= 6'b000011;
parameter RTYPE = 000000;  
always @(posedge clock)
begin : DECODE
	if (enable_decode) begin
		pc_out <= pc;
		insn_out <= insn;
		if (insn[31:26] == RTYPE || insn[31:26] == MUL_OP) begin
			opcode_out = RTYPE;
			case (insn[5:0])
				ADDU: begin				 
					rs_out = insn[25:21];
					rt_out = insn[20:16];
					rd_out = insn[15:11];
					sa_out = insn[10:6];	
					imm_out = 26'bxxxxxxxxxxxxxxxxxxxxxxxxxx;
					func_out = insn[5:0];
				end
				ADDU: begin
					rs_out = insn[25:21];
					rt_out = insn[20:16];
					rd_out = insn[15:11];
					sa_out = insn[10:6];
					imm_out = 26'bxxxxxxxxxxxxxxxxxxxxxxxxxx;
					func_out = insn[5:0];
				end
				SUB: begin
					rs_out = insn[25:21];
					rt_out = insn[20:16];
					rd_out = insn[15:11];
					sa_out = insn[10:6];
					imm_out = 26'bxxxxxxxxxxxxxxxxxxxxxxxxxx;
					func_out = insn[5:0];
				end
				SUBU: begin
					rs_out = insn[25:21];
					rt_out = insn[20:16];
					rd_out = insn[15:11];
					sa_out = insn[10:6];
					imm_out = 26'bxxxxxxxxxxxxxxxxxxxxxxxxxx;
					func_out = insn[5:0];
				end
				MUL_FUNC: begin
					opcode_out = MUL_OP;
					rs_out = insn[25:21];
					rt_out = insn[20:16];
					rd_out = insn[15:11];
					sa_out = 00000;
					imm_out = 26'bxxxxxxxxxxxxxxxxxxxxxxxxxx;
					func_out = insn[5:0];
				end	
				MULT: begin
					rs_out = insn[25:21];
					rt_out = insn[20:16];
					rd_out = 00000;
					sa_out = 00000;
					imm_out = 26'bxxxxxxxxxxxxxxxxxxxxxxxxxx;
					func_out = insn[5:0];
				end
				MULTU: begin
					rs_out = insn[25:21];
					rt_out = insn[20:16];
					rd_out = 00000;
					sa_out = 00000;
					imm_out = 26'bxxxxxxxxxxxxxxxxxxxxxxxxxx;
					func_out = insn[5:0];
				end
				DIV: begin
					rs_out = insn[25:21];
					rt_out = insn[20:16];
					rd_out = 00000;
					sa_out = 00000;
					imm_out = 26'bxxxxxxxxxxxxxxxxxxxxxxxxxx;
					func_out = insn[5:0];
				end
				DIVU: begin
					rs_out = insn[25:21];
					rt_out = insn[20:16];
					rd_out = 00000;
					sa_out = 00000;
					imm_out = 26'bxxxxxxxxxxxxxxxxxxxxxxxxxx;
					func_out = insn[5:0];
				end
				MFHI: begin
					rs_out = 00000;
					rt_out = 00000;
					rd_out = insn[15:11];
					sa_out = 00000;
					imm_out = 26'bxxxxxxxxxxxxxxxxxxxxxxxxxx;
					func_out = insn[5:0];
				end
				MFLO: begin
					rs_out = 00000;
					rt_out = 00000;
					rd_out = insn[15:11];
					sa_out = 00000;
					imm_out = 26'bxxxxxxxxxxxxxxxxxxxxxxxxxx;
					func_out = insn[5:0];
				end
				SLT: begin
					rs_out = insn[25:21];
					rt_out = insn[20:16];
					rd_out = insn[15:11];
					sa_out = 00000;
					imm_out = 26'bxxxxxxxxxxxxxxxxxxxxxxxxxx;
					func_out = insn[5:0];
				end
				SLTU: begin
					rs_out = insn[25:21];
					rt_out = insn[20:16];
					rd_out = insn[15:11];
					sa_out = 00000;
					imm_out = 26'bxxxxxxxxxxxxxxxxxxxxxxxxxx;
					func_out = insn[5:0];
				end
				SLL: begin
					rs_out = 00000;
					rt_out = insn[20:16];
					rd_out = insn[15:11];
					sa_out = insn[15:6];
					imm_out = 26'bxxxxxxxxxxxxxxxxxxxxxxxxxx;
					func_out = insn[5:0];
				end
				SLLV: begin
					rs_out = insn[25:21];
					rt_out = insn[20:16];
					rd_out = insn[15:11];
					sa_out = 00000;
					imm_out = 26'bxxxxxxxxxxxxxxxxxxxxxxxxxx;
					func_out = insn[5:0];
				end
				SRL: begin
					rs_out = 00000;
					rt_out = insn[20:16];
					rd_out = insn[15:11];
					sa_out = insn[10:6];
					func_out = insn[5:0];
				end
				SRLV: begin
					rs_out = insn[25:21];
					rt_out = insn[20:16];
					rd_out = insn[15:11];
					sa_out = 00000;
					imm_out = 26'bxxxxxxxxxxxxxxxxxxxxxxxxxx;
					func_out = insn[5:0];
				end
				SRA: begin
					rs_out = 00000;
					rt_out = insn[20:16];
					rd_out = insn[15:11];
					sa_out = insn[10:6];
					imm_out = 26'bxxxxxxxxxxxxxxxxxxxxxxxxxx;
					func_out = insn[5:0];
				end
				SRAV: begin
					rs_out = insn[25:21];
					rt_out = insn[20:16];
					rd_out = insn[15:11];
					sa_out = 00000;
					imm_out = 26'bxxxxxxxxxxxxxxxxxxxxxxxxxx;
					func_out = insn[5:0];
				end
				AND: begin
					rs_out = insn[25:21];
					rt_out = insn[20:16];
					rd_out = insn[15:11];
					sa_out = 00000;
					imm_out = 26'bxxxxxxxxxxxxxxxxxxxxxxxxxx;
					func_out = insn[5:0];
				end
				OR: begin
					rs_out = insn[25:21];
					rt_out = insn[20:16];
					rd_out = insn[15:11];
					sa_out = 00000;
					imm_out = 26'bxxxxxxxxxxxxxxxxxxxxxxxxxx;
					func_out = insn[5:0];
				end
				NOR: begin
					rs_out = insn[25:21];
					rt_out = insn[20:16];
					rd_out = insn[15:11];
					sa_out = 00000;
					imm_out = 26'bxxxxxxxxxxxxxxxxxxxxxxxxxx;
					func_out = insn[5:0];
				end
				JALR: begin
					rs_out = insn[25:21];
					rt_out = insn[20:16];
					rd_out = insn[15:11];
					sa_out = 00000;
					imm_out = 26'bxxxxxxxxxxxxxxxxxxxxxxxxxx;
					func_out = insn[5:0];
				end
				JR: begin
					rs_out = insn[25:21];
					rt_out = 00000;
					rd_out = 00000;
					sa_out = 00000;
					imm_out = 26'bxxxxxxxxxxxxxxxxxxxxxxxxxx;
					func_out = insn[5:0];
				end
			endcase
		end else if (insn[31:26] != 6'b000000 && insn[31:27] != 5'b00001) begin
			case (insn[31:26])
				ADDI: begin
					opcode_out = ADDI;		
					rs_out = insn[25:21];
					rt_out = insn[20:16];
					rd_out = 5'bxxxxx;
					sa_out = 5'bxxxxx;
					imm_out[25:10] = insn[15:0];
					func_out = 6'bxxxx;
				end
				ADDIU: begin
					opcode_out = ADDIU;
					rs_out = insn[25:21];
					rt_out = insn[20:16];
					rd_out = 5'bxxxxx;
					sa_out = 5'bxxxxx;
					imm_out[25:10] = insn[15:0];  
					func_out = 6'bxxxxx;
				end
				SLTI: begin
					opcode_out = SLTI;
					rs_out = insn[25:21];
					rt_out = insn[20:16];
					rd_out = 5'bxxxxx;
					sa_out = 5'bxxxxx;
					imm_out[25:10] = insn[15:0];  
					func_out = 6'bxxxxx;
				end
				SLTIU: begin
					opcode_out = SLTIU;
					rs_out = insn[25:21];
					rt_out = insn[20:16];
					rd_out = 5'bxxxxx;
					sa_out = 5'bxxxxx;
					imm_out[25:10] = insn[15:0];  
					func_out = 6'bxxxxx;
				end
				ORI: begin
					opcode_out = ORI;
					rs_out = insn[25:21];
					rt_out = insn[20:16];
					rd_out = 5'bxxxxx;
					sa_out = 5'bxxxxx;
					imm_out[25:10] = insn[15:0];  
					func_out = 6'bxxxxx;
				end
				XORI: begin
					opcode_out = XORI;
					rs_out = insn[25:21];		
					rt_out = insn[20:16];	
					rd_out = 5'bxxxxx;	
					sa_out = 5'bxxxxx;
					imm_out[25:10] = insn[15:0];    
					func_out = 6'bxxxxx;
				end
				LW: begin
					opcode_out = LW;
					rs_out = insn[25:21];		 
					rt_out = insn[20:16];		 
					rd_out = 5'bxxxxx;
					sa_out = 5'bxxxxx;
					imm_out[25:10] = insn[15:0];     
					func_out = 6'bxxxxx;
				end
				SW: begin
					opcode_out = SW;
					rs_out = insn[25:21];		 
					rt_out = insn[20:16];		 
					rd_out = 5'bxxxxx;
					sa_out = 5'bxxxxx;
					imm_out[25:10] = insn[15:0];     
					func_out = 6'bxxxxx;
				end
				LB: begin
					opcode_out = LB;
					rs_out = insn[25:21];		
					rt_out = insn[20:16];	
					rd_out = 5'bxxxxx;
					sa_out = 5'bxxxxx;	
					imm_out[25:10] = insn[15:0]; 
					func_out = 6'bxxxxxx;
				end
				LUI: begin
					opcode_out = LUI;
					rs_out = 5'b00000;		
					rt_out = insn[20:16];	
					rd_out = 5'bxxxxx;
					sa_out = 5'bxxxxx;	
					imm_out[25:10] = insn[15:0]; 
					func_out = 6'bxxxxxx;
				end
				SB: begin
					opcode_out = SB;
					rs_out = insn[25:21];		
					rt_out = insn[20:16];	
					rd_out = 5'bxxxxx;
					sa_out = 5'bxxxxx;	
					imm_out[25:10] = insn[15:0]; 
					func_out = 6'bxxxxxx;
				end
				LBU: begin
					opcode_out = LBU;
					rs_out = insn[25:21];		
					rt_out = insn[20:16];	
					rd_out = 5'bxxxxx;
					sa_out = 5'bxxxxx;	
					imm_out[25:10] = insn[15:0]; 
					func_out = 6'bxxxxxx;
				end
				BEQ: begin
					opcode_out = BEQ;
					rs_out = insn[25:21];		
					rt_out = insn[20:16];	
					rd_out = 5'bxxxxx;
					sa_out = 5'bxxxxx;	
					imm_out[25:10] = insn[15:0]; 
					func_out = 6'bxxxxxx;  
				end
				BNE: begin
					opcode_out = BNE;
					rs_out = insn[25:21];		
					rt_out = insn[20:16];	
					rd_out = 5'bxxxxx;
					sa_out = 5'bxxxxx;	
					imm_out[25:10] = insn[15:0]; 
					func_out = 6'bxxxxxx;   
				end
				BGTZ: begin
					opcode_out = BGTZ;
					rs_out = insn[25:21];		
					rt_out = insn[20:16];	
					rd_out = 5'bxxxxx;
					sa_out = 5'bxxxxx;	
					imm_out[25:10] = insn[15:0]; 
					func_out = 6'bxxxxxx;
				end
			endcase
		end else if (insn[31:27] == 5'b00001) begin
			case (insn[31:26])
				J: begin
					opcode_out = J;
					rs_out = 5'bxxxxx;
					rt_out = 5'bxxxxx;
					rd_out = 5'bxxxxx;
					sa_out = 5'bxxxxx;
					imm_out[25:0] = insn[25:0];
					func_out = 6'bxxxxxx;
				end
				JAL: begin
					opcode_out = JAL;
					rs_out = 5'bxxxxx;
					rt_out = 5'bxxxxx;
					rd_out = 5'bxxxxx;
					sa_out = 5'bxxxxx;
					imm_out[25:0] = insn[25:0];
					func_out = 6'bxxxxxx;
				end
			endcase
		end else if (insn[31:0] == 32'h00000000) begin
				opcode_out = 000000;
				rs_out = 00000;
				rt_out = 00000;
				rd_out = 00000;
				sa_out = 00000;
				imm_out = 26'bxxxxxxxxxxxxxxxxxxxxxxxxxx;
				func_out = 000000;
		end
	end
end
endmodule
==> ./run.sh <==
#!/bin/bash
# OpenROAD 26Q1-2900-gdf79404cd8, Yosys 0.63+post, stock flow scripts
make -C /OpenROAD-flow-scripts/flow DESIGN_CONFIG=/design/flow/config.mk WORK_HOME=/design/flow/orfs finish
==> ./config.mk <==
export PLATFORM = sky130hd
export DESIGN_NAME = decode
export DESIGN_NICKNAME = decode
export VERILOG_FILES = /design/flow/design.v
export SDC_FILE = /design/flow/constraint.sdc
export NUM_CORES = 4
export LEC_CHECK = 1
export CORE_UTILIZATION = 30
==> ./constraint.sdc <==
current_design decode

set clk_period 4.6
set clk_io_pct 0.2

create_clock -name clk0 -period $clk_period [get_ports {clock}]

set non_clock_inputs [all_inputs -no_clocks]
set_input_delay [expr $clk_period * $clk_io_pct] -clock clk0 $non_clock_inputs
set_output_delay [expr $clk_period * $clk_io_pct] -clock clk0 [all_outputs]
==> flow_summary.json <==
{
  "drtIter0Drc": 208,
  "grt-busiest-layer": "met1",
  "fp_util_pct": 31.2,
  "cts.repair.resized": 0,
  "drive_gt1_share_pct": 12.6,
  "io_buffers": 187,
  "grt_pass1_vias": 2967,
  "layout_min_cycle_time_ps": 3200,
  "grt.overflow.total": 0,
  "power_frac_clock_pct": 43.2,
  "route.detailed.drc": 0,
  "viasPerCell": 4.51,
  "worstHoldPathCells": 1,
  "cellLeakagePower_nw": 2.58,
  "critPathLaunchType": "input port",
  "worstSetupPathType": "input port to flop",
  "powerDensity_mw_per_mm2": 396,
  "gp_congestion": 0.832,
  "use_met3_pct": 5.34,
  "relSlewSlack_pct": 48.3,
  "rsz0062_at_grt": "false",
  "ir_drop_v": 0.000250,
  "swShare_pct": 20.8,
  "cts_max_level": 4,
  "n_fill_cell": 1327,
  "drv_cap": 0,
  "worstPathArrival_ps": 3340,
  "avgSynthCellArea_um2": 16.9,
  "n_antenna_cell": 0,
  "ys.flop_type": "edfxtp_1",
  "min_path_type": "input port to flop",
  "p_comb_share_pct": 11.1,
  "cts_root_buf": "clkbuf_16",
  "hp-start": "enable_decode",
  "cp_max_fo": 22,
  "slowest_stage": "clkdlybuf4s50_1",
  "grt_antenna_before_repair": 0,
  "fin_crit_sh_pct": 69.5,
  "internal-power_mw": 2.34,
  "ys_seq_elements": 122,
  "dr.pass1.iters": 5,
  "setup_tns_ps": 0,
  "core-area_mm2": 0.0154,
  "cts.path.max_buffers": 2,
  "cts_buffers": 17,
  "gr-usage-met1_pct": 22.7,
  "die_w_um": 129,
  "setup_violations": 0,
  "holdPathEnd": "insn_out[16]$_DFFE_PP_",
  "use_met2_pct": 21.8,
  "end_kind": "flop",
  "track_usage_pct": 14.8,
  "syn_to_final_growth_pct": 55.3,
  "power_switching_mw": 0.615,
  "routedWlPerCell_um": 16.7,
  "cp_num_buf_inv": 2,
  "grt_max_degree": 49,
  "worst_pin_slew_ps": 774,
  "synthArstFlopShare_pct": 0,
  "cp.required_ps": 4740,
  "synth_cell_types": 54,
  "postCtsSetupBuffers": 0,
  "tool_warnings": 25,
  "yosys_area_mm2": 0.00481,
  "die.size.y_um": 129,
  "path_cells": "clkdlybuf4s50_1 > nand3_1 > a21oi_2 > o41a_2 > a21boi_2 > buf_4",
  "rows": 45,
  "ys.warnings.count": 1,
  "hold_viol": 0,
  "chipArea_mm2": 0.0166,
  "cts.sinks": 122,
  "design.portCount": 188,
  "grt_pass1_wl_um": 17200,
  "vias": 3168,
  "seq_area_frac_synth_pct": 76.1,
  "p_seq_share_pct": 45.7,
  "cp_top_family": "buffers and inverters",
  "ys_cells": 285,
  "slew_viol_final": 0,
  "clk_pin_slew_ps": 60,
  "post-dp-hpwl_um": 8580,
  "ctsHoldBuffers": 0,
  "tritoncts": "done",
  "edf_count": 122,
  "routed_wirelength_um": 11700,
  "synth_cells": 285,
  "hold_ws_ps": 916,
  "antenna_left": 0,
  "syn_area_mm2": 0.00481,
  "slowest_delay_ps": 870,
  "timing.fmax_ghz": 0.313,
  "outcome": "finished, final reports clean"
}
[sequential cells by signal, summed over array words and instances, names as in the netlist]
register and count:
imm_out 26, rd_out 5, rt_out 5, rs_out 5, opcode_out 6, pc_out 32
func_out 6, insn_out 32, sa_out 5
[power by group through the flow]
stage | sequential (mW) | clock (mW) | combinational [mW]
4_1_cts | 1.35 | 1.31 | 0.336
5_1_grt | 1.36 | 1.35 | 0.358
6_report | 1.35 | 1.28 | 0.330
[per-layer routing]
metal	share of wire, %	vias to the layer above
li1	-	1494
met1	42	1494
met2	46	164
met3	9.9	16
met4	1.7	0
met5	0	-
[cell usage in the layout (no fill, tap or decap), drive strengths merged, types with 5 or more instances in the layout]
master	synthesis	final
o22ai	8	8
nor2	12	12
edfxtp	122	122
nand2	16	16
clkbuf	3	18
and3	5	5
a21oi	9	9
buf	13	5
inv	8	10
nor2b	7	7
clkdlybuf4s50	0	186
clkinv	0	7
mux2	15	15
and2	11	11
a21boi	7	7
[through the flow]
stage                     util [%]  worst slack, ps  area, um^2  power (mW)  cells
after CTS                     48.4             1450        7470        3.00    703
after floorplan                  -             1130        4810        1.43    285
after global placement        44.7             1080        6900        1.71    671
after global routing          48.4             1200        7470        3.07    703
final                         48.4             1400        7470        2.96    703
after detailed placement      44.7             1030        6900        1.71    671
[cell usage after synthesis (2+ instances only)]
cell type  instances  share of area, %
o31ai_1            2              0.31
edfxtp_1         122                76
nor2b_1            7              0.91
o22ai_1            8               1.0
and3_1             5              0.65
a221o_1            2              0.42
inv_1              8              0.62
clkbuf_1           3              0.23
nor3_1             2              0.21
mux2_4             8               2.5
mux2_2             7               1.6
nor2_1            12              0.94
a21oi_1            8              0.83
o21ai_0            3              0.31
a22oi_1            2              0.31
nand2b_1           3              0.39
and2_1            11               1.4
nand2_1           16               1.2
a21boi_1           6              0.94
nand3b_1           2              0.31
buf_2             11               1.1
nor4bb_1           2              0.42
nor3b_1            3              0.47
o32ai_1            2              0.36
[cell families (layout without fill, tap and decap cells)]
logic type                after synthesis  count (layout)  share of synthesized area [%]
DFF                                   122             122                           76.1
and+or+nand+nor                        74              74                           9.18
AOI/OAI and AO/OA                      47              47                           7.62
buffers and inverters                  24             231                           2.39
muxes                                  16              16                           4.34
xor gates and xnor gates                2               2                          0.364
[area by class of cell]
type,count,area (um^2),area share (%)
clock buffers,18,429,5.74
clock inverters,14,149,1.99
inverters,8,30.0,0.402
multi-input cells,139,1040,13.9
flip-flops and latches,122,3660,49.0
well taps,211,264,3.53
repair buffers,191,1900,25.4
[worst max-delay path by stage]
stage                          to  cells past startpoint      from  slack, ps
4_1_cts     imm_out[15]$_DFFE_PP_                      6  insn[29]       1450
5_1_grt   sa_out[4]$_SDFFCE_PP0P_                      5  insn[27]       1200
6_report    imm_out[10]$_DFFE_PP_                      6  insn[29]       1400
Power is estimated from default activity; no workload was simulated.
