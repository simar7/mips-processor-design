**./config.mk**
```make
export PLATFORM = sky130hd
export DESIGN_NAME = writeback
export DESIGN_NICKNAME = writeback
export VERILOG_FILES = /design/flow/design.v
export SDC_FILE = /design/flow/constraint.sdc
export NUM_CORES = 4
export LEC_CHECK = 1
export CORE_AREA = 10 10 111 111
export DIE_AREA = 0 0 121 121
```
**./constraint.sdc**
```tcl
current_design writeback

set clk_period 1.1
set clk_io_pct 0.2

create_clock -name clk0 -period $clk_period [get_ports {clock}]

set non_clock_inputs [all_inputs -no_clocks]
set_input_delay [expr $clk_period * $clk_io_pct] -clock clk0 $non_clock_inputs
set_output_delay [expr $clk_period * $clk_io_pct] -clock clk0 [all_outputs]
```
**./design.v**
```verilog
module writeback(clock, data_in_mem, data_in_alu, rw_d, data_out);
parameter data_width = 32;
input clock;
input [data_width-1:0] data_in_mem;
input [data_width-1:0] data_in_alu;
input rw_d;	 
output reg [data_width-1:0] data_out;
always @(posedge clock)
begin
	if (rw_d == 0) begin
		data_out = data_in_alu;
	end
	else begin
		data_out = data_in_mem;
	end
end
endmodule
```
**./run.sh**
```bash
#!/bin/bash
# OpenROAD 26Q1-2900-gdf79404cd8, Yosys 0.63+post, stock flow scripts
make -C /OpenROAD-flow-scripts/flow DESIGN_CONFIG=/design/flow/config.mk WORK_HOME=/design/flow/orfs finish
```
==> results.py <==
# Physical implementation metrics
metrics = {
    "sta": {
        "fmaxAchievable_mhz": 947,
        "fin_crit_ns": 1.06,
        "fin_setup_tns_ns": 0,
        "relSlewSlack": 0.878,
        "setup_viol": 0,
        "finalHoldViolCount": 0,
        "timing.final.crit_share": 0.960,
        "hold_ws_ns": 0.453,
        "worst_slew_pin_slew_ns": 0.183,
        "rsz0062_at_grt": "no",
        "final_max_slew_viol_count": 0,
    },
    "worst_setup_path": {
        "crit_chain": "dlygate4sd2_1",
        "crit_buf_inv": 1,
        "cp_top_family": "flip-flops",
        "crit_fanout": 1,
        "crit_arrival_ns": 0.84,
        "start_kind": "flop",
        "cp.depth": 1,
        "end_kind": "primary output",
        "slowest_delay_ns": 0.29,
        "slowest_stage": "dfxtp_1",
        "worstPathRequired_ns": 0.88,
        "crit_type": "flop to primary output",
    },
    "clocking": {
        "path_clk_slew_ns": 0.08,
        "cts_tree": "yes",
        "cts.sinks": 32,
        "numCtsBuffers": 5,
        "post-cts-setup-buffers": 0,
        "clockBufferDepth": 2,
        "cts-root-buf": "clkbuf_8",
        "htreeDepth": 2,
    },
    "logic_synthesis": {
        "synth_dominant_cell_count": "dfxtp_1",
        "ys_chip_area_mm2": 0.00118,
        "top_cells_by_count": "dfxtp_1 (32), mux2_4 (30), buf_12 (3)",
        "top_area_cell": "dfxtp_1",
        "ys_ff": 32,
        "synth.avg_cell_area_um2": 17.4,
        "yosysCellCount": 68,
        "synthDistinctLibCells": 5,
        "synth_top_area_share": 0.541,
        "syn_area_mm2": 0.00118,
        "area_leaders": "dfxtp_1 (54%), mux2_4 (38%), buf_12 (5.1%)",
        "async_flop_share": 0,
        "synth_top_flop_cell": "dfxtp_1",
        "syn_inst": 68,
        "yosysWarnings": 1,
        "ys_seq_share": 0.541,
        "edf_count": 0,
    },
    "global_routing": {
        "grt_pass1_wl_mm": 5.73,
        "track_usage": 0.0506,
        "antenna_found_initial": 0,
        "grt_max_degree": 23,
        "grt_pass1_vias": 949,
        "overflow": 0,
    },
    "detailed_routing": {
        "drc": 0,
        "routedWlPerCell_um": 12.8,
        "routed_wl_mm": 3.91,
        "num_vias": 887,
        "antenna_left": 0,
        "firstDrtPassIters": 2,
        "vias_per_cell": 2.92,
        "n_antenna_cell": 0,
        "first_iter_violations": 15,
    },
    "floorplan": {
        "placeableCoreArea_mm2": 0.00986,
        "io_pins": 98,
        "dieHeight_um": 121,
        "row_count": 36,
        "die_w_um": 121,
        "initCoreUtil": 0.120,
        "dieArea_mm2": 0.0146,
    },
    "worst_hold_path": {
        "min_path_cells": 3,
        "hold_path.class": "primary input to flop",
    },
    "power_and_ir_drop": {
        "leakage_nw": 1.01,
        "vdd_ir_drop_max_mv": 0.387,
        "power.density_mw_per_mm2": 1180,
    },
    "run_status": {
        "status": "finished, final reports clean",
    },
    "layout": {
        "drive_gt1_frac": 0.287,
        "final_util": 0.237,
        "largest_reg_flops": 32,
        "area_growth_syn_to_layout_pct": 97.5,
        "final_cells": 304,
    },
    "flow_run": {
        "cap_violations": 0,
        "tool_warnings": 25,
    },
    "placement": {
        "dp.final_hpwl_mm": 3.29,
        "dpl.cell_count": 296,
        "portBuffers": 97,
        "gp_congestion": 0.796,
    },
}
==> final timing paths <==
check,start,end
worst min-delay path,rw_d,data_out[4]
worst max-delay path,data_out[16],data_out[16]
==> layer usage <==
| layer | share of wire | vias to the layer above | track usage |
|---|---|---|---|
| li1 | - | 435 | - |
| met1 | 0.42 | 382 | 0.0608 |
| met2 | 0.42 | 65 | 0.0752 |
| met3 | 0.14 | 5 | 0.0345 |
| met4 | 0.013 | 0 | 0.00603 |
| met5 | 0 | - | 0 |
==> cells by family (layout without fill, tap and decap cells) <==
family / after synthesis / count (layout) / synth area share
flops: 32 / 32 / 0.541
mux: 32 / 32 / 0.399
buf+inv: 4 / 107 / 0.0602
==> power by group <==
part / internal, mW / switching [mW]
logic: 0.426 / 0.104
registers: 1.25 / 0.0197
clock network: 0.500 / 0.464
==> layout make-up <==
type / count / area [um2]
clock inverters: 2 / 10.0
flip-flops and latches: 32 / 648
multi-input cells: 32 / 473
repair buffers: 99 / 960
fillers: 1039 / 7520
well taps: 133 / 166
clock buffers: 6 / 82.6
==> through the flow <==
step | worst slack [ns] | instance area [um2] | total power [mW]
final | 0.0440 | 2340 | 2.77
after global routing | 0.000574 | 2340 | 2.93
after CTS | 0.0115 | 2330 | 2.88
after detailed placement | 0.0394 | 2270 | 1.91
after global placement | 0.0367 | 2270 | 1.90
after floorplan | 0.218 | 1180 | 1.47
==> repair_timing <==
| item | CTS | global route |
|---|---|---|
| endpoints found under the setup margin | 32 | 3 |
| hold buffers | 0 | 0 |
| resized | 37 | 6 |
==> cells in the final DEF (no fill, tap or decap), drive strengths merged <==
master and count:
clkdlybuf4s15 5, mux2 32, dlygate4sd2 27, clkdlybuf4s50 64, buf 3, dfxtp 32
clkinv 2, clkbuf 6
Power is estimated from default activity; no workload was simulated.
