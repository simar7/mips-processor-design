File: flow/run.sh
#!/bin/bash
# OpenROAD 26Q1-2900-gdf79404cd8, Yosys 0.63+post, stock flow scripts
make -C /OpenROAD-flow-scripts/flow DESIGN_CONFIG=/design/flow/config.mk WORK_HOME=/design/flow/orfs finish
File: flow/design.v
module fetch (clock, pc, rw, stall, access_size, enable_fetch);
input clock;
input stall;
input enable_fetch;
output reg [31:0] pc;
output reg rw;
output reg [31:0] access_size;
parameter start_addr = 32'h80020000;
parameter word_size = 4;
initial begin
	pc = start_addr;
end
always @(posedge clock)
begin: FETCH
	if (enable_fetch && !stall) begin
		pc 		= pc + 4;
		rw 		= 1;		 
		access_size 	= word_size;	 
	end else if (enable_fetch && stall) begin
		pc 		= pc;
		rw		= 1;		 
		access_size	= word_size;	 
	end
end
endmodule
File: flow/config.mk
export PLATFORM = sky130hd
export DESIGN_NAME = fetch
export DESIGN_NICKNAME = fetch
export VERILOG_FILES = /design/flow/design.v
export SDC_FILE = /design/flow/constraint.sdc
export NUM_CORES = 4
export LEC_CHECK = 1
export CORE_AREA = 10 10 100 100
export DIE_AREA = 0 0 110 110
File: flow/constraint.sdc
current_design fetch

set clk_period 5.2
set clk_io_pct 0.2

create_clock -name clk0 -period $clk_period [get_ports {clock}]

set non_clock_inputs [all_inputs -no_clocks]
set_input_delay [expr $clk_period * $clk_io_pct] -clock clk0 $non_clock_inputs
set_output_delay [expr $clk_period * $clk_io_pct] -clock clk0 [all_outputs]
==> results_dict.tcl <==
# collected from the flow reports
set metrics [dict create \
    status "complete, no violations" \
    finalClockPeriodUsage_pct 44.6 \
    p_int_mw 0.391 \
    place_congestion 0.762 \
    hpwl_mm 2.75 \
    grt_pass1_wl_mm 5.76 \
    seq_power_share_pct 58.0 \
    ys_dominant_reg_cell "edfxtp_1" \
    relSlewSlack_pct 64.0 \
    wl_per_cell_microns 12.4 \
    rsz0062_at_grt "no" \
    hold_violations 0 \
    grt_usage_pct 5.85 \
    yosysUniqueCellTypes 21 \
    drt-vias-per-instance 3.69 \
    cp.arrival_ps 1280 \
    cp-end-kind "primary output" \
    ys_async_sr_fraction_pct 0 \
    yosysWarnings 1 \
    r2r-end "pc[30]$_DFFE_PP_" \
    timing_worst_setup_path_type "register to primary output" \
    rr_startpoint "pc[2]$_DFFE_PP_" \
    comb_area_sq_um 723 \
    clkPwrFrac_pct 34.9 \
    drt-total-wl_mm 3.59 \
    slowest_stage "clkdlybuf4s50_1" \
    core.rowCount 32 \
    hp-start "pc[31]$_DFFE_PP_" \
    first_pass_iters 4 \
    syn2layout_area_growth_pct 22.6 \
    setup_viol 0 \
    netlist_instances 148 \
    htree_levels 2 \
    holdPathStages 1 \
    required_ps 4160 \
    ys_area_sq_um 1770 \
    worstSetupStartpointType "register" \
    drc_errors 0 \
    synth-seq-cells 30 \
    yosys.area.top_type_share_pct 50.8 \
    die_area_sq_um 12100 \
    clkSlewWorstSetupHoldPaths_ps 60 \
    worst-path-buf-inv 1 \
    power_mw 0.500 \
    core_sq_um 7810 \
    critical-path-top-delay-family "buffers and inverters" \
    antenna-diode-count 0 \
    hold_path_end "pc[31]$_DFFE_PP_" \
    switchingPower_mw 0.109 \
    cp.depth 1 \
    tightest_slew_ps 537 \
    regArea_sq_um 901 \
    ios 68 \
    cts.sinks 30 \
    synth.avg_cell_area_sq_um 12.0 \
    power_frac_comb_pct 7.1 \
    grt_overflow 0 \
    cts_resized 0 \
    fmax_ghz 0.431 \
    topCellsByArea "edfxtp_1 51%, buf_4 15%, xnor2_1 9.4%, xor2_1 4.4%, nor4_4 3.6%" \
    r2r_setup_slack_ps 3220 \
    antenna_found_initial 0 \
    fill_cells 822 \
    drt_iter0_markers 26 \
    clockBufferDepth 2 \
    die_w_microns 110 \
    grt_max_degree 31 \
    min_path_type "register to register" \
    switching_share_pct 21.7 \
    numPortBuffers 32 \
    yosysMostFrequentCell "buf_4" \
    warnings 25 \
    slowest_delay_ps 530 \
    yosys-stat-cells 148 \
    fp_util_pct 22.7 \
    hold_buffers 0 \
    layout_min_cycle_time_ps 2320 \
    clock.latency.late_pin_ps 280 \
    postCtsSetupBuffers 0 \
    grt_pass1_vias 1182 \
    die-height_microns 110 \
    num_vias 1067 \
    cp_cell_sequence "clkdlybuf4s50_1" \
    cts_tree "built" \
    ir_drop_uv 71.7 \
    synth-edff-count 30 \
    ant_nets 0 \
    yosysSeqAreaShare_pct 50.8 \
    ys_top_cells_by_count "35 x buf_4, 30 x edfxtp_1, 19 x xnor2_1, 10 x nand2_1, 10 x nand3_1" \
    fin_tns_setup_ps 0 \
    skew_ps 7.62 \
    synth.largest_area_cell "edfxtp_1" \
    worst_r2r_path_depth 5 \
    maxCapViolCount 0 \
    leakagePower_nw 0.783 \
    slew_violations 0 \
    cts_buffers 5 \
    syn_area_sq_um 1770 \
    cp_max_fo 6 \
    clockRootBuffer "clkbuf_8" \
    largest_reg_flops 30 \
    power-per-cell-area_nw_per_um2 230 \
    drive_gt1_share_pct 8.02 \
]
worst register-to-register path, cell delays in order, from the launching register on:
cell and delay, ps:
edfxtp_1 440, ha_1 220, nand3_1 260, nor4_4 480
nand4_1 180, xnor2_1 150
metal layers:
| metal | vias to the layer above | track usage, % | share of wire, % |
|---|---|---|---|
| met4 | 0 | 0.929 | 1.6 |
| met2 | 43 | 9.31 | 46 |
| li1 | 522 | - | - |
| met1 | 497 | 7.89 | 45 |
| met5 | - | 0 | 0 |
| met3 | 5 | 1.82 | 7.1 |
worst max path at each step:
stage	from	slack (ps)	end
finish	pc[9]$_DFFE_PP_	2880	pc[9]
global route	pc[9]$_DFFE_PP_	2810	pc[9]
CTS	pc[9]$_DFFE_PP_	2840	pc[9]
power groups by stage:
stage	Combinational, mW	Sequential [mW]	Clock (mW)
after CTS	0.0378	0.290	0.181
after global routing	0.0409	0.292	0.191
final	0.0357	0.290	0.174
logic make-up (layout without fill, tap and decap cells):
group         Yosys count  count (layout)  share of synthesized area [%]
xor+xnor               28              28                           13.8
fa+ha+maj               1               1                          0.706
buf+inv                38              44                           15.5
flops                  30              30                           50.8
other cells             2              35                          0.424
simple gates           49              49                           18.7
layout make-up:
class | count | share of cell area [%]
flip-flops and latches | 30 | 41.5
multi-input cells | 113 | 33.3
repair buffers | 33 | 15.1
well taps | 102 | 5.88
clock buffers | 6 | 3.34
inverters | 3 | 0.518
clock inverters | 2 | 0.403
stage by stage:
stage | util (%) | setup WS (ps) | hold slack [ps] | instance area, sq um | instances
floorplan | - | 2370 | 527 | 1900 | 181
global placement | 26.8 | 2860 | 583 | 2090 | 281
detailed placement | 26.8 | 2860 | 591 | 2090 | 281
CTS | 27.8 | 2840 | 605 | 2170 | 289
global route | 27.8 | 2810 | 636 | 2170 | 289
finish | 27.8 | 2880 | 593 | 2170 | 289
layout by cell type, fill, tap and decap left out, drive strengths merged:
| cell type | instances |
|---|---|
| clkdlybuf4s50 | 32 |
| nor3 | 3 |
| conb | 35 |
| clkinv | 2 |
| nand2 | 10 |
| ha | 1 |
| nor2b | 1 |
| edfxtp | 30 |
| and3 | 4 |
| nand3 | 12 |
| nor4 | 4 |
| or2 | 1 |
| inv | 3 |
| xor2 | 9 |
| clkbuf | 6 |
| nand4 | 8 |
| buf | 1 |
| xnor2 | 19 |
| nor2 | 6 |
Power figures rest on the tool's default switching activity, not on a simulated workload.
